`design.v`:
```
`timescale 1ns / 1ps
module clkDivider(inClk, globalReset, outClk);
   input inClk, globalReset;
	reg reset = 1;
	output reg outClk =1 ;
	reg [27:0] counter = 0;
	always @ (posedge inClk) begin
		if (globalReset == 1)
			begin
				reset   <= 1;
				counter <= 0;
				outClk  <= 1;
			end
		else if (reset == 1) 
		reset  <= 0;
		else if (counter == 4) 
			begin
				counter  <= 0;
				outClk   <= ~outClk;
			end 
		else 
			begin
				counter <= counter + 1;
			end
	end
endmodule
`timescale 1ns / 1ps
module register( FSMreset,globalReset, clk, dataIn, dataOut);
	parameter WIDTH = 1;
	input FSMreset, globalReset, clk  ;
	input [WIDTH-1:0] dataIn;
	output reg dataOut; 
	always @ (posedge clk)
	begin
		if (globalReset == 1)
			dataOut <= 0;
		else if (FSMreset == 1'b1)
			dataOut <= 0;
		else
			dataOut <=  dataIn;
	end
endmodule
`timescale 1ns / 1ps
module stateMachine(clk, globalReset, expireInput, WRinput,
						  sensorInput, reprogramInp,
						  enableTimer, intervalSel, resetWReg, LEDoutput);
    input clk, globalReset, expireInput, 
			 WRinput,sensorInput, reprogramInp;
	 output reg resetWReg = 0;
	 output reg [1:0]intervalSel = baseSel;
	 output reg [6:0]LEDoutput = 7'b1000010;
	 output reg enableTimer =0;
	 reg [2:0]state ; 
	 reg reg1 		 = 1'b1 ;
	 reg reg2		 = 1'b1 ;
	 localparam baseSel = 2'b00;
	 localparam extSel  = 2'b01;
	 localparam yelSel = 2'b10;
	 localparam GRN1 = 3'b000;  
	 localparam GRN2 = 3'b001;
	 localparam YRN1 = 3'b010;
	 localparam RRY1 = 3'b011;
	 localparam RGN1 = 3'b100;
	 localparam RGN2 = 3'b101;
	 localparam RYN1 = 3'b110;
	 reg expireInputReg ; 
	 always @ (posedge clk)
	 begin
		expireInputReg <= expireInput ;
		if ((globalReset == 1 )|| (reprogramInp == 1))
			begin
				state 	 <= GRN1;
				resetWReg <= 0;
				enableTimer <= 0;
				intervalSel <= baseSel;
				LEDoutput = 7'b1000010;
			end		
		else if (expireInput == 1 && reg2 == 1)
					begin
						reg2 <= 0;
						intervalSel <= baseSel;
						state 		<= GRN2;
						enableTimer <= 1;
						LEDoutput <= 7'b1000010;
					end
		else
				begin
					if (expireInputReg == ~expireInput && expireInput == 1)
					begin
						case (state)
							GRN1 :
								begin
									intervalSel <= baseSel;
									state 		<= GRN2;
									enableTimer <= 1;
									LEDoutput <= 7'b1000010;
								end
							GRN2 :
								begin	
									if (sensorInput ==1)
										begin
										intervalSel <= extSel;
										state 		<= YRN1;
										enableTimer <= 1;
										LEDoutput <= 7'b1000010;
										end
									else
										begin
										intervalSel <= baseSel;
										state 		<= YRN1;
										enableTimer <= 1;
										LEDoutput <= 7'b1000010;
										end
								end
							YRN1 :
								begin
								if (WRinput ==1)
									begin
									resetWReg   <= 1;
									state 		<= RGN1; 
									intervalSel <= extSel;
									enableTimer	<= 1;
									LEDoutput <= 7'b0010011;
									end
								else
									begin
									intervalSel <= yelSel;
									state 		<= RGN1;
									enableTimer <= 1;
									LEDoutput <= 7'b0100010;
									end	
								end
							RGN1 :
								begin
									resetWReg   <= 0;
				     				intervalSel <= baseSel;
									state 		<= RGN2;
									enableTimer <= 1;
									LEDoutput <= 7'b0011000;
								end
							RGN2 :
								begin
									if (sensorInput ==1)
										begin
										intervalSel <= extSel;
										state 		<= RYN1;
										enableTimer <= 1;
										LEDoutput <= 7'b0011000;
										end
									else
										begin
										intervalSel <= yelSel;
										state 		<= GRN1;
										enableTimer <= 1;
										LEDoutput <= 7'b0010100;
										end
								end
							RYN1 :
								begin
									intervalSel <= yelSel;
									state 		<= GRN1;
									enableTimer <= 1;
									LEDoutput <= 7'b0010100;
								end
							endcase
					end
				end	
	 end
endmodule
module synchronize(clk,in,out);
	parameter NSYNC = 2 ;
	input clk;
	input in;
	output out;
	reg [NSYNC-2:0] sync;
	reg out;
	always @ (posedge clk)
	begin
		{out,sync} <= {sync[NSYNC-2:0],in};
	end
endmodule
`timescale 1ns / 1ps
module timeParamter(clk, globalReset,timeVal, parameterSel, reprogram, FSMintervalSel, outputVal);
	input clk, globalReset, reprogram;
	input [3:0] timeVal;
	input [1:0] parameterSel,FSMintervalSel;
	output reg [3:0]outputVal;
	reg regTimeVal;
	reg baseInt;
	reg [3:0]memory [2:0] ;
	initial begin
	memory [2] <= 4'd1;
	memory [1] <= 4'd2;
	memory [0] <= 4'd3;
	end
	always @ (posedge clk)
	begin
		if (globalReset == 1)
			begin
				memory[2] <= 4'b0001;
				memory[1] <= 4'b0010;
				memory[0] <= 4'b0011;
				outputVal <= 4'bxxxx;
			end		
		else if (globalReset == 0 && reprogram == 1)
			begin
				outputVal 			<= 4'bxxxx;
				case (parameterSel)
					2'b00 : memory[2] <= timeVal;
					2'b01 : memory[1] <= timeVal;
				 	2'b10 : memory[0] <= timeVal;
				endcase
			end
		else 
			begin
				case (FSMintervalSel)
					2'b00 : outputVal <= memory[2] ;
					2'b01 : outputVal <= memory[1] ;
					2'b10 : outputVal <= memory[0] ;
				endcase
		end
	end
endmodule
`timescale 1ns / 1ps
module timer(clk, dividerClk, globalReset, beginTimer, timeValue, expiredSig);
    input clk, dividerClk, globalReset, beginTimer;
	 input [3:0]timeValue;
	 output reg expiredSig = 1;
	 reg [3:0] counter = 0;
	 reg dividerClkReg   ; 
	 always @ (posedge clk )
		begin
			dividerClkReg <= dividerClk;
			if (globalReset == 1)
				begin
					expiredSig <= 1;
					counter 	  <= 0; 
				end
			else if (beginTimer == 1 )begin 
			expiredSig <= 0;
			if (dividerClk ==1 && dividerClk == ~dividerClkReg)
			begin
					if (counter == timeValue-1)
						begin
							counter    <= 0;
							expiredSig <= 1;
						end
					else 
						counter <= counter + 1;
					end
					end
		end
endmodule
`timescale 1ns / 1ps
module topModule( resetIn, sensorIn, reprogramIn, walkRqstIn, globalClk, timeValIn, timeParamSel, LEDout);
    input resetIn, sensorIn, reprogramIn, walkRqstIn, globalClk;
	 input [3:0] timeValIn;
	 input [1:0] timeParamSel;
	 output [6:0]LEDout;
	 wire WR;
	 wire resetSync;
	 wire sensorSync;
	 wire progSync;
	 wire WRsync;
	 wire WRreset;
	 wire expired;
	 wire startTimer;
	 wire [1:0] interval;
	 wire dividerEnable;
	 wire [3:0]value;
	 register walkRegister (.FSMreset(WRreset),.globalReset(resetIn), .clk(globalClk), .dataIn(WRsync), .dataOut(WR));
	 synchronize resetMod(.clk(globalClk),.in(resetIn),.out(resetSync));
	 synchronize sensorMod(.clk(globalClk),.in(sensorIn),.out(sensorSync));
	 synchronize reprogramMod(.clk(globalClk),.in(reprogramIn),.out(progSync));
	 synchronize walkRqstMod(.clk(globalClk),.in(walkRqstIn),.out(WRsync));
	 stateMachine FSM(.clk(globalClk), .globalReset(resetIn), .expireInput(expired), .WRinput(WR),
						  .sensorInput(sensorSync), .reprogramInp(progSync),
						  .enableTimer(startTimer), .intervalSel(interval), .resetWReg(WRreset), .LEDoutput(LEDout));
	 clkDivider divider (.inClk(globalClk), .globalReset(resetIn), .outClk(dividerEnable));
	 timeParamter timeParamMod (.clk(globalClk), .globalReset(resetIn),.timeVal(timeValIn),
										 .parameterSel(timeParamSel), .reprogram(progSync), .FSMintervalSel(interval),
										 .outputVal(value));
	 timer timerModule(.clk(globalClk), .dividerClk(dividerEnable), .globalReset(resetIn), .beginTimer(startTimer),
							 .timeValue(value), .expiredSig(expired));
endmodule
```
`constraint.sdc`:
```
current_design topModule

set clk_period 4.6
set clk_io_pct 0.2

create_clock -name clk0 -period $clk_period [get_ports {globalClk}]

set non_clock_inputs [all_inputs -no_clocks]
set_input_delay [expr $clk_period * $clk_io_pct] -clock clk0 $non_clock_inputs
set_output_delay [expr $clk_period * $clk_io_pct] -clock clk0 [all_outputs]
```
`config.mk`:
```
export PLATFORM = sky130hd
export DESIGN_NAME = topModule
export DESIGN_NICKNAME = topModule
export VERILOG_FILES = /design/flow/design.v
export SDC_FILE = /design/flow/constraint.sdc
export NUM_CORES = 4
export LEC_CHECK = 1
export CORE_UTILIZATION = 50
```
`run.sh`:
```
#!/bin/bash
# OpenROAD 26Q1-2900-gdf79404cd8, Yosys 0.63+post, stock flow scripts
make -C /OpenROAD-flow-scripts/flow DESIGN_CONFIG=/design/flow/config.mk WORK_HOME=/design/flow/orfs finish
```
==> impl_summary.log <==
[report] extracting results
INFO  metric max-cap-violations = 0
INFO  metric dp_hpwl = 4.41 mm
INFO  metric crit_fanout = 14
INFO  metric worstSetupStartpointType = primary input
INFO  metric timing.critical_path.depth = 3
INFO  metric synthesis.area_per_instance = around 9.5 sq um
INFO  metric worstPathRequired = 4.68 ns
INFO  metric cts_resized = 0
INFO  metric wl_per_cell = 13.8 um
INFO  metric post_synth_inst_count = 359
INFO  metric finalClockSkew = 0.00704 ns
INFO  metric power_switching_share = 22.8%
INFO  metric port-buffer-count = 17
INFO  metric p_switching = around 300 uW
INFO  metric setup_tns = 0 ns
INFO  metric critical_path_arrival = 2.47 ns
INFO  metric finalWeightedCongestion = ~0.8
INFO  metric grt_pass1_wl = 10.9 mm
INFO  metric synthesis.yosys.warnings = 7
INFO  metric finalSetupViolCount = 0
INFO  metric yosysChipArea = 3400 sq um
INFO  metric layout_top_cells = 73 x dfxtp_1, 48 x nor2_1, 24 x a21oi_1
INFO  metric core_region_area = 6460 sq um
INFO  metric timing.final.max_slew_violations = 0
INFO  metric drt_iter0_drc = 90
INFO  metric crit-reg2reg-launch = divider.counter[3]
INFO  metric layout.cell_area.non_filler = 3810 sq um
INFO  metric irDropWorstVdd = ~0.19 mV
INFO  metric post-cts-setup-buffers = 0
INFO  metric timing_worst_setup_path_type = in -> reg
INFO  metric clk_pin_slew = 0.08 ns
INFO  metric power.share.clock = between 40% and 50%
INFO  metric worstReg2RegEnd = divider.counter[21]
INFO  metric grt_max_degree = 28
INFO  metric synthArstFlopShare = 0%
INFO  metric postSynthSeqShare = 47.4%
INFO  metric hold_buffers = 0
INFO  metric combPwrFrac = between 5 and 6%
INFO  metric dr.pass1.iters = 4
INFO  metric placed_area = 3590 sq um
INFO  metric hold_end = walkRqstMod.out
INFO  metric cts_buffers = 9
INFO  metric route.vias.total = 2539
INFO  metric cts.root.buffer_cell = clkbuf_8
INFO  metric worstSkewPairLatency = 0.34 ns
INFO  metric period_minus_slack = around 2.4 ns
INFO  metric hold_path_startpoint = walkRqstMod.sync
INFO  metric die_height = 84.5 um
INFO  metric yosys_register_bits = between 70 and 80
INFO  metric r2r_setup_slack = 2.67 ns
INFO  metric critical-path-top-delay-family = simple AND/OR/NAND/NOR gates
INFO  metric ys_dominant_reg_cell = dfxtp_1
INFO  metric largest_incremental_delay_on_the_critical_path = 0.64 ns
INFO  metric insertedDiodeCount = 0
INFO  metric share_of_layout_cells_above_drive_strength_1 = 7.39%
INFO  metric cts_tree = built
INFO  metric critical_path.endpoint_type = register
INFO  metric areaGrowthSynthToFinish = 12.0%
INFO  metric clock_sink_count = about 78
INFO  metric ioPinCount = 18
INFO  metric initial_core_util = 52.7%
INFO  metric synth.yosys.num_cells = 359
INFO  metric detail_route.drc_violations = 0
INFO  metric top_area_cell = dfxtp_1
INFO  metric outcome = finished clean
INFO  metric post-synth-top-area-fraction = between 40% and 50%
INFO  metric edff_count_synth = 5
INFO  metric hold_path_class = reg -> reg
INFO  metric p_int = 1010 uW
INFO  metric initial_antenna_violation_count = 0
INFO  metric cp_cell_sequence = clkdlybuf4s50_1, or2_2, or3_1
INFO  metric die_width = 84.5 um
INFO  metric maxClockFrequency = between 400 and 500 MHz
INFO  metric synth.lib_cells_used.distinct = 51
INFO  metric pwr-share-seq = 54.0%
INFO  metric via_per_inst = 5.57
INFO  metric wirelength = 6.29 mm
INFO  metric place.detailed.instances = about 440
INFO  metric layout_top_cell = dfxtp_1
INFO  metric worst_hold_path.num_cells = 0
INFO  metric via_count_of_the_first_global_routing_pass = about 2300
INFO  metric syn_area = 3400 sq um
INFO  metric warning_count = 28
INFO  metric floorplan.die_area = roughly 7100 sq um
INFO  metric post-route-period-util = 52.0%
INFO  metric clock_tree.buffer_depth = 2
INFO  metric rsz0062_at_grt = no
INFO  metric power.density_cell_area = 345 nW/um^2
INFO  metric grt.total_usage = slightly below 20%
INFO  metric globalRouteOverflowTotal = 0
INFO  metric worstRegToRegCells = 4
INFO  metric ant_nets = 0
INFO  metric timing.final.hold_violations = 0
INFO  metric cts-htree-levels = 3
INFO  metric worst-path-buf-inv = 1
INFO  metric ys_top_cells_by_area = dfxtp_1 43%, mux2i_1 5.3%, nor2_1 5.3%, edfxtp_1 4.4%, a21oi_1 3.5%
INFO  metric power_leakage = 0.00137 uW
INFO  metric slowest_stage = clkdlybuf4s50_1
INFO  metric transition_at_the_pin_with_the_smallest_max_transition_slack = 0.797 ns
INFO  metric stdcell_count = 456
INFO  metric timing.slew.headroom = 46.7%
INFO  metric core.rowCount = 29
## sequential cells by signal (all words and copies together), names as in the netlist, 2 cells and up
register                cells
timeParamMod.memory        12
FSM.LEDoutput               7
timeParamMod.outputVal      4
FSM.state                   6
FSM.intervalSel             2
divider.counter            28
timerModule.counter         4
## area by class of cell
type / count / area [sq um]
clock buffers: 10 / 149
well taps: 77 / 96.3
fillers: 566 / 2650
inverters: 14 / 52.6
repair buffers: 19 / 185
multi-input cells: 252 / 1650
clock inverters: 6 / 66.3
flip-flops and latches: 78 / 1610
## cell usage after synthesis (all sizes together) (5+ instances only)
cell type	n
xor2	13
mux2i	18
o21ai	11
or4	13
nand4	11
nand3	10
o31ai	14
dfxtp	73
nor4	7
nor3	5
a22oi	7
a21oi	25
nand2	18
edfxtp	5
inv	13
clkbuf	5
xnor2	7
buf	10
nor2	48
ha	7
## metrics by stage
| stage | hold slack, ns | worst slack, ns | util (%) | total power, uW |
|---|---|---|---|---|
| floorplan | 0.310 | 2.59 | - | 770 |
| global placement | 0.311 | 1.89 | 55.6 | 794 |
| detailed placement | 0.312 | 1.85 | 55.6 | 795 |
| CTS | 0.332 | 2.21 | 59.0 | 1330 |
| global route | 0.346 | 2.11 | 59.0 | 1370 |
| finish | 0.331 | 2.21 | 59.0 | 1310 |
## metal layers
layer | up-vias | wire, um | track usage, %
li1 | 1332 | - | -
met3 | 7 | 264 | 3.88
met1 | 1161 | 3350 | 33.9
met4 | 0 | 70 | 1.69
met2 | 39 | 2610 | 28.0
met5 | - | 0 | 0
## power by group through the flow
stage                 Combinational (uW)  Sequential [uW]  Clock, uW
final                               68.1              710        536
after global routing                77.1              713        581
after CTS                           69.1              710        554
## cells by family after synthesis
| kind of cell | after synthesis | synth area share (%) |
|---|---|---|
| simple gates | 139 | 22.8 |
| other cells | 1 | 0.110 |
| flops | 78 | 47.4 |
| mux | 18 | 5.30 |
| compound gates | 67 | 12.5 |
| xor+xnor | 20 | 5.15 |
| fa+ha+maj | 7 | 2.58 |
| buf+inv | 29 | 4.19 |
## how the worst max path moves through the flow
stage / start / end / slack, ns
after global routing: resetIn / divider.counter[1] / 2.11
final: resetIn / timeParamMod.outputVal[1] / 2.21
after CTS: resetIn / timeParamMod.outputVal[0] / 2.21
No activity file was given, so power comes from the tool's default toggle rates.
